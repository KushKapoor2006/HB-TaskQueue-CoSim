==> /design/flow/design.v <==
module hb_task_queue_core #(
    parameter DEPTH = 16,
    parameter WIDTH = 32
)(
    input  logic clk,
    input  logic reset,                  
    input  logic push_req,
    input  logic [WIDTH-1:0] data_in,
    output logic full,
    output logic valid_out,
    output logic [WIDTH-1:0] data_out,
    input  logic pop_req
);
    localparam PTR_W = $clog2(DEPTH);
    logic [WIDTH-1:0] mem [0:DEPTH-1];
    logic [PTR_W-1:0] head, tail;
    logic [$clog2(DEPTH+1)-1:0] count;
    assign full = (count == DEPTH);
    assign valid_out = (count != 0);
    assign data_out = mem[head];
    always_ff @(posedge clk) begin
        if (reset) begin
            head <= '0;
            tail <= '0;
            count <= '0;
        end else begin
            if (push_req && !full) begin
                mem[tail] <= data_in;
                tail <= tail + 1;
                count <= count + 1;
            end
            if (pop_req && (count != 0)) begin
                head <= head + 1;
                count <= count - 1;
            end
        end
    end
endmodule
==> /design/flow/run.sh <==
#!/bin/bash
# OpenROAD 26Q1-2900-gdf79404cd8, Yosys 0.63+post, stock flow scripts
make -C /OpenROAD-flow-scripts/flow DESIGN_CONFIG=/design/flow/config.mk WORK_HOME=/design/flow/orfs finish
==> /design/flow/config.mk <==
export PLATFORM = sky130hd
export DESIGN_NAME = hb_task_queue_core
export DESIGN_NICKNAME = hb_task_queue_core
export VERILOG_FILES = /design/flow/design.v
export SDC_FILE = /design/flow/constraint.sdc
export NUM_CORES = 4
export LEC_CHECK = 1
export CORE_UTILIZATION = 40
==> /design/flow/constraint.sdc <==
current_design hb_task_queue_core

set clk_period 9.2
set clk_io_pct 0.2

create_clock -name clk0 -period $clk_period [get_ports {clk}]

set non_clock_inputs [all_inputs -no_clocks]
set_input_delay [expr $clk_period * $clk_io_pct] -clock clk0 $non_clock_inputs
set_output_delay [expr $clk_period * $clk_io_pct] -clock clk0 [all_outputs]
==> results.txt <==
startpoint types = flip-flop
number of unique standard cell types used by synthesis = 38
DR pass1 iterations = 4
Dominant flop cell = edfxtp_1
register share after synthesis = 78.33%
Hold EP = head[3]$_SDFFE_PP0P_
Slew Viols, Final = 0
most instantiated logic cell after routing = edfxtp_1
RSZ-0062 raised after global routing = false
min-delay worst type = flip-flop to flip-flop
IO buf count = 69
post-DP HPWL = 20,440 um
status = complete, no violations
CP arrival = 3.90 ns
drt wl/cell = 25.40 um
Async S/R FF share, synth = 0%
hold buffer count at CTS = 0
final hold vios = 0
post-route setup TNS = 0 ns
power density cells = 252.7 nW/um2
GR peak layer = met2
layout cells sized above 1 = 23.80%
tool warning count = 28
GR Util All Layers = 19.50%
clock slew seen by the registers of the worst setup and hold paths = 0.06 ns
WL final = 43,360 um
fin crit share = 62.43%
slew margin rel. = 50.37%
Final GP Congestion = 0.7622
CP endpoint kind = primary output
CTS max path bufs = 3
critical path type = flip-flop to primary output
CTS sink count = 529
Area growth syn-to-layout = 16.63%
Worst R2R Start = count[0]$_SDFFE_PP0P_
worst hold start = head[3]$_SDFFE_PP0P_
Clock Latency Late Sink = 0.60 ns
drt drc = 0
crit path max fanout = 77
Post-CTS Setup Bufs = 0
Least-Margin Pin Slew = 0.7445 ns
Mapped Area = 20,060 um2
Reg2Reg Depth = 5
pin count of the biggest net entering global routing = 78
Placement Rows = 81
most frequent cells in the layout = edfxtp_1 (512), mux4_2 (128), clkdlybuf4s50_1 (69)
clk_skew = 0.01469 ns
worst hold slack = 0.5354 ns
CTS tree = done
Syn Area/Cell = 22.34 um2
DRT iter0 DRCs = 625
first-pass GRT wire length = 64,660 um
I/O pins = 70
detailed-route via count = 9,322
M2 GR Usage = 28.69%
Final setup viols = 0
H-tree Lvls = 2
ANT nets after route = 0
flip-flops with a built-in enable = 512
core area = 49,250 um2
Synth Instances = 898
Starting Density = 40.73%
Post-CTS Resized = 0
CTS Buf Count = 53
crit path DRT = 7.36 ns
Max IR drop VDD = 0.0001548 V
reg2reg setup slack = 6.38 ns
Post-synth regs = 529
FF-to-FF End = mem[14][13]$_DFFE_PP_
initial antenna violation count = 3
Hold Crit Depth = 2
via/cell ratio = 5.461
Die Area = 51,060 um2
yosys cell count = 898
M1 GR Usage = 24.69%
gr ovfl total = 0
global-route met3 utilization = 14.60%
chip area in the Yosys report = 20,060 um2
Die Y = 226.0 um
vias in the first global route = 10,430
achievable clock frequency = 0.1741 GHz
buffer type at the clock tree root = clkbuf_16
Final min period = 5.743 ns
Syn. warnings = 1
chip width = 226.0 um
Lkg Pwr = 0.007181 uW
max cap viols = 0
==> state kept, by name (all words and copies together) (netlist names), named ones only <==
name / count
count: 5
tail: 4
mem: 512
head: 4
==> metrics by stage <==
stage          instances  utilization (%)  power (uW)  setup WS [ns]  cell area, um2
2_1_floorplan        898                -        3542          4.726           20060
3_3_place_gp        1609            44.08        3898          3.982           21710
3_5_place_dp        1609            44.08        3902          3.968           21710
4_1_cts             1706            47.50        5989          3.315           23400
5_1_grt             1706            47.50        6168          3.068           23400
6_report            1707            47.51        5913          3.457           23400
==> cell usage after synthesis, drive strengths merged (4+ instances only) <==
master | instances | area [um2]
nand2 | 39 | 146.4
nor2 | 29 | 108.9
edfxtp | 512 | 15370
ha | 8 | 100.1
buf | 26 | 140.1
clkbuf | 20 | 75.07
dfxtp | 17 | 340.3
a21oi | 6 | 33.78
xnor2 | 4 | 35.03
a22oi | 64 | 480.5
mux4 | 128 | 2883
nor3 | 6 | 30.03
inv | 5 | 18.77
==> how the worst max path moves through the flow <==
stage	to	slack, ns	depth (start not counted)
final	data_out[20]	3.46	6
after global routing	data_out[20]	3.07	6
after CTS	data_out[20]	3.32	6
==> metal layers <==
layer | vias up | share of wire [%]
li1 | 4006 | -
met1 | 4615 | 33
met2 | 635 | 48
met3 | 62 | 17
met4 | 4 | 1.7
met5 | - | 0.065
==> logic make-up after synthesis <==
group,share of synthesized area (%)
adders and majority gates,0.5987
DFF,78.33
AOI/OAI and AO/OA,3.118
buffers and inverters,1.166
muxes,14.47
xor gates and xnor gates,0.3056
and+or+nand+nor,2.014
==> power breakdown <==
| group | leakage [uW] | internal (uW) | switching (uW) |
|---|---|---|---|
| sequential | 0.00475 | 2700 | 78.9 |
| combinational | 0.00162 | 595 | 452 |
| clock | 0.000810 | 1220 | 871 |
| total | 0.00718 | 4510 | 1400 |
==> worst max-delay path, cell delays in order (launching register included) <==
cell and delay, ns:
dfxtp_4 0.64, buf_12 0.57, buf_4 0.64, mux4_2 0.59, a22oi_1 0.22, nand2_1 0.14
clkdlybuf4s50_1 0.43
==> area by class of cell <==
| cell class | instances | area [um2] |
|---|---|---|
| fillers | 4014 | 25860 |
| clock inverters | 28 | 275.3 |
| flip-flops and latches | 529 | 15720 |
| repair buffers | 93 | 883.3 |
| clock buffers | 69 | 1408 |
| inverters | 5 | 18.77 |
| diodes | 1 | 2.502 |
| well taps | 664 | 830.8 |
| multi-input cells | 318 | 4258 |
Power and IR drop assume default switching activity.
