File: design/flow/config.mk
export PLATFORM = sky130hd
export DESIGN_NAME = hb_task_distributor
export DESIGN_NICKNAME = hb_task_distributor
export VERILOG_FILES = /design/flow/design.v
export SDC_FILE = /design/flow/constraint.sdc
export NUM_CORES = 4
export LEC_CHECK = 1
export CORE_UTILIZATION = 40
File: design/flow/constraint.sdc
current_design hb_task_distributor

set clk_period 2.3
set clk_io_pct 0.2

create_clock -name clk0 -period $clk_period [get_ports {clk}]

set non_clock_inputs [all_inputs -no_clocks]
set_input_delay [expr $clk_period * $clk_io_pct] -clock clk0 $non_clock_inputs
set_output_delay [expr $clk_period * $clk_io_pct] -clock clk0 [all_outputs]
File: design/flow/design.v
module hb_task_distributor (
    input  logic clk,
    input  logic reset,                  
    input  logic in_valid,
    input  logic [31:0] in_data,
    output logic out_valid,
    output logic [31:0] out_data,
    input  logic consumer_ready
);
    logic buffered_valid;
    logic [31:0] buffered_data;
    logic [31:0] in_data_reg;
    assign out_valid = buffered_valid;
    assign out_data  = buffered_data;
    always_ff @(posedge clk) begin
        if (reset) begin
            buffered_valid <= 0;
            buffered_data <= 32'h0;
            in_data_reg <= 32'h0;
        end else begin
            in_data_reg <= in_data;
            if (buffered_valid && consumer_ready) begin
                buffered_valid <= 0;
            end
            if (in_valid && !buffered_valid) begin
                buffered_data <= in_data_reg;
                buffered_valid <= 1;
            end
        end
    end
endmodule
File: design/flow/run.sh
#!/bin/bash
# OpenROAD 26Q1-2900-gdf79404cd8, Yosys 0.63+post, stock flow scripts
make -C /OpenROAD-flow-scripts/flow DESIGN_CONFIG=/design/flow/config.mk WORK_HOME=/design/flow/orfs finish
==> metrics.yaml <==
logic_synthesis:
  syn_warnings: 1
  post-synth-top-count-cell: "sky130_fd_sc_hd__dfxtp_1"
  post_synth_fa_ha_maj_area_fraction_pct: 0
  synth_top_cell_by_area: "sky130_fd_sc_hd__dfxtp_1"
  synth-simple-area-share_pct: 32.9
  netlist.area_leader.share_pct: 55.0
  post_synth.cell_area_avg_um2: 11.0
  yosysChipArea_um2: 2370
  netlist_logic_family_top: "simple AND/OR/NAND/NOR gates"
  netlist_instances: 215
  synth_seq_share_pct: 55.0
  synth-cells-yosys: 215
  aoi_share_pct: 7.30
  post_synth_mux_area_share_pct: 0
  synth.cell_area_um2: 2370
  synth.distinct_cells: 13
  most_common_library_cells_after_synthesis: "sky130_fd_sc_hd__dfxtp_1, sky130_fd_sc_hd__nand2b_1, sky130_fd_sc_hd__nand4bb_1, sky130_fd_sc_hd__nor2b_1, sky130_fd_sc_hd__o21ai_1"
  enable_flop_cells: 0
  synthXorXnorAreaFrac_pct: 0
  postSynth.topFlopCell: "sky130_fd_sc_hd__dfxtp_1"
  ys_async_sr_fraction_pct: 0
  numSynthFlops: 65
  netlist_top_cells_area: "sky130_fd_sc_hd__dfxtp_1, sky130_fd_sc_hd__nand4bb_1, sky130_fd_sc_hd__nand2b_1"
setup_path:
  critical-path-top-delay-family: "buffers and inverters"
  cp_max_fo: 7
  cell_chain_critical_path: "clkdlybuf4s50_1"
  cp.arrival_ps: 1320
  critPathCaptureType: "output pin"
  criticalPathCategory: "reg -> out"
  ff2ff_path_depth: 3
  worst-path-buf-inv: 1
  cp_data_required_time_ps: 1840
  crit_path_max_incr_delay_ps: 510
  cpMaxStageDelayCell: "sky130_fd_sc_hd__clkdlybuf4s50_1"
  critPathLaunchType: "flip-flop"
  cp.depth: 1
clock_tree:
  h-tree-depth: 3
  cts-hold-fix-buffers: 0
  tritoncts.num_buffers: 9
  numClockSinks: 65
  cts.repair.resized: 0
  cts_tree: "yes"
  clock.latency.late_pin_ps: 320
  cts-root-buf: "sky130_fd_sc_hd__clkbuf_8"
  path_clk_slew_ps: 60
  largest_buffer_count_on_any_clock_path: 2
  post_cts_repair_timing_setup_buffer_count: 0
power_and_ir_drop:
  leakagePower_nw: 1.16
  vdd_ir_drop_max_mv: 0.498
  power.switching_mw: 0.487
  pwr_density_cell_nw_per_um2: 735
  cellInternalPower_mw: 1.93
  seq_power_share_pct: 49.9
  clock_power_share_pct: 40.4
  switching_share_of_power_pct: 20.2
  comb_power_share_pct: 9.7
  p_total_mw: 2.41
sta:
  rsz0062_at_grt: "false"
  report.final.hold_viol_count: 0
  tightestPinTransition_ps: 408
  totalNegativeSetupSlack_ps: 0
  timing.clock.skew_ps: 3.75
  fmax_mhz: 563
  final.period_utilization_pct: 77.2
  min_period_ps: 1780
  worst_slew_margin_rel_pct: 72.8
  timing.hold.ws_ps: 463
  finalMaxSlewViolations: 0
  setup_violations: 0
global_routing:
  grt_overflow: 0
  number_of_global_route_vias_before_repair: 1596
  antenna_found_initial: 0
  groute.usage.overall_pct: 15.3
  first_pass_grt_wire_length_um: 7270
  grt_max_degree: 72
run_status:
  run_status: "finished, final reports clean"
routing:
  num_vias: 1654
  diodes: 0
  routed_wire_length_per_instance_um: 12.2
  drt_first_pass_iters: 4
  aggregate_routed_wire_length_um: 4370
  detail-route-antenna-nets: 0
  routed_via_density: 4.62
  post-route-drc-count: 0
  detail_route.iter0.violations: 81
floorplan:
  die_height_um: 78.9
  chip_area_um2: 6230
  io-pin-count: 69
  floorplan.rows: 27
  die_w_um: 78.9
  core-area_um2: 5610
  initial_utilization_pct: 42.2
worst_hold_path:
  min-delay-path-class: "reg -> reg"
  holdPathStages: 2
job:
  openroad.warnings: 25
  cap_viol_max_count: 0
layout:
  post-route-util_pct: 58.5
  drive_gt1_share_pct: 8.04
  syn_to_final_growth_pct: 38.8
  ff_latch_area_um2: 1300
  fill_cells: 491
  logic_area_um2: 951
place:
  gp_congestion: 0.746
  buffer_ports.inserted: 68
  hpwlAfterDp_um: 2530
## placed cells by master (no fill, tap or decap)
cell                              instances
sky130_fd_sc_hd__clkdlybuf4s50_1         67
sky130_fd_sc_hd__dfxtp_1                 65
sky130_fd_sc_hd__nand2b_1                32
sky130_fd_sc_hd__nand4bb_1               32
sky130_fd_sc_hd__nor2b_1                 32
sky130_fd_sc_hd__o21ai_1                 30
sky130_fd_sc_hd__clkbuf_8                12
sky130_fd_sc_hd__buf_4                    5
sky130_fd_sc_hd__o21ai_0                  2
sky130_fd_sc_hd__clkbuf_1                 2
sky130_fd_sc_hd__nor2b_4                  1
sky130_fd_sc_hd__nor2_1                   1
sky130_fd_sc_hd__a211oi_2                 1
sky130_fd_sc_hd__clkinv_2                 1
sky130_fd_sc_hd__bufinv_16                1
sky130_fd_sc_hd__buf_2                    1
sky130_fd_sc_hd__buf_12                   1
## cell families after synthesis
family,after synthesis
AND/OR/NAND/NOR,98
AND-OR/OR-AND,33
buffers and inverters,19
flip-flops,65
## path summary, 6_finish.rpt
kind                                       start                             end  slack (ps)
hold reg to reg   buffered_data[11]$_SDFFE_PP0P_  buffered_data[11]$_SDFFE_PP0P_         460
hold / removal    buffered_data[11]$_SDFFE_PP0P_  buffered_data[11]$_SDFFE_PP0P_         460
setup reg to reg     buffered_valid$_SDFFE_PP0P_  buffered_data[31]$_SDFFE_PP0P_        1100
setup / recovery     buffered_valid$_SDFFE_PP0P_                       out_valid         520
## metal layers
layer	global-route usage, %	wire length [µm]	vias up
li1	-	-	862
met1	21.9	2090	741
met2	23.9	1950	46
met3	4.90	276	5
met4	2.00	49	0
met5	0	0	-
## power groups by stage
stage                 registers (mW)  clock network, mW  logic (mW)
after CTS                       1.20               1.01       0.239
after global routing            1.21               1.07       0.258
final                           1.20              0.974       0.235
## worst reg2reg max path, delay by kind of cell, from the launching register on
family	cells	cell delay (ps)
AND-OR/OR-AND	1	80
buffers and inverters	1	340
flip-flops	1	480
AND/OR/NAND/NOR	1	160
## metrics by stage
stage / std cells / setup WS, ps / area, µm²
final: 358 / 523 / 3280
after global routing: 358 / 434 / 3280
after CTS: 358 / 482 / 3280
after detailed placement: 342 / 568 / 3080
after global placement: 342 / 599 / 3080
after floorplan: 215 / 1340 / 2370
## area by class of cell
class / instances / area share (%)
Clock buffer: 14 / 5.26
Multi-Input combinational cell: 131 / 29.0
Clock inverter: 2 / 1.07
Timing Repair Buffer: 74 / 22.3
Sequential cell: 65 / 39.6
Tap cell: 72 / 2.74
Power figures rest on the tool's default switching activity, not on a simulated workload.
